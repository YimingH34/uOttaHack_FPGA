===== flow/constraint.sdc =====
current_design video_uut

set clk_period 30.3
set clk_io_pct 0.2

create_clock -name clk0 -period $clk_period [get_ports {clk_i}]

set non_clock_inputs [all_inputs -no_clocks]
set_input_delay [expr $clk_period * $clk_io_pct] -clock clk0 $non_clock_inputs
set_output_delay [expr $clk_period * $clk_io_pct] -clock clk0 [all_outputs]

===== flow/run.sh =====
#!/bin/bash
# OpenROAD 26Q1-2900-gdf79404cd8, Yosys 0.63+post, stock flow scripts
make -C /OpenROAD-flow-scripts/flow DESIGN_CONFIG=/design/flow/config.mk WORK_HOME=/design/flow/orfs finish

===== flow/config.mk =====
export PLATFORM = sky130hd
export DESIGN_NAME = video_uut
export DESIGN_NICKNAME = video_uut
export VERILOG_FILES = /design/flow/design.v
export SDC_FILE = /design/flow/constraint.sdc
export NUM_CORES = 4
export LEC_CHECK = 1
export CORE_UTILIZATION = 40

===== flow/design.v =====
module video_uut (
    input  wire         clk_i       ,
    input  wire         cen_i       ,
    input  wire         rst_i       ,
    input  wire         vid_sel_i   ,
    input  wire [23:0]  vid_rgb_i   ,
    input  wire [1:0]   vh_blank_i  ,
    input  wire [2:0]   dvh_sync_i  ,
    output wire [2:0]   dvh_sync_o  ,
    output wire [23:0]  vid_rgb_o    
); 
    localparam H_RES = 1920; 
    localparam V_RES = 1080;
    localparam V_MID = V_RES / 2; 
    localparam [23:0] BG_COLOR   = 24'h00_00_00;  
    localparam [23:0] WAVE_COLOR = 24'h00_FF_00;  
    localparam LINE_THICKNESS = 6;   
    localparam ANIM_SPEED     = 1;   
    typedef enum logic [1:0] {
        S_IDLE   = 2'd0,
        S_ATTACK = 2'd1,
        S_HOLD   = 2'd2,
        S_DECAY  = 2'd3
    } state_t;
    reg [23:0]  vid_rgb_d1;
    reg [2:0]   dvh_sync_d1;
    reg [11:0]  x_cnt;
    reg [11:0]  y_cnt;
    reg         prev_de, prev_vs; 
    state_t     current_state = S_IDLE;
    reg [7:0]   state_timer   = 0;      
    reg [3:0]   global_amp    = 0;      
    reg [3:0]   target_amp    = 0;      
    reg [5:0]   speed_cnt     = 0; 
    reg [15:0]  lfsr          = 16'hACE1; 
    reg [15:0]  phase_ofs     = 0; 
    reg [4:0]   freq_1        = 12;  
    reg [4:0]   freq_2        = 18; 
    logic [15:0] idx_1, idx_2;       
    logic [7:0]  saw_1, saw_2;       
    logic signed [8:0]  tri_1, tri_2;  
    logic signed [10:0] combined_raw; 
    logic signed [12:0] wave_height;
    logic signed [12:0] target_y; 
    logic signed [3:0]  jitter;  
    assign idx_1 = (x_cnt + phase_ofs) * (freq_1);
    assign idx_2 = (x_cnt + phase_ofs) * (freq_2);
    assign saw_1 = idx_1[12:5]; 
    assign saw_2 = idx_2[12:5];
    assign tri_1 = (saw_1 > 127) ? (255 - saw_1) - 64 : saw_1 - 64;
    assign tri_2 = (saw_2 > 127) ? (255 - saw_2) - 64 : saw_2 - 64;
    assign combined_raw = tri_1 + tri_2;
    assign wave_height = (combined_raw * $signed({1'b0, global_amp})) / 2;
    assign jitter   = {1'b0, lfsr[1:0]} - 1; 
    assign target_y = $signed(V_MID) + wave_height + jitter;
    always @(posedge clk_i) begin
        if(cen_i) begin
            lfsr <= {lfsr[14:0], lfsr[15] ^ lfsr[13] ^ lfsr[12] ^ lfsr[10]};
            prev_vs <= dvh_sync_i[1];
            if (dvh_sync_i[1] && !prev_vs) begin 
                if (speed_cnt >= ANIM_SPEED) begin 
                    speed_cnt <= 0;
                    case (current_state)
                        S_IDLE: begin
                            global_amp <= 0;
                            if (state_timer == 0) begin
                                current_state <= S_ATTACK;
                                phase_ofs <= lfsr;  
                                if (lfsr[3:0] < 4) target_amp <= 5; 
                                else if (lfsr[3:0] > 10) target_amp <= 10;
                                else target_amp <= lfsr[3:0];
                                freq_1 <= {1'b0, lfsr[3:0]} + 10;  
                                freq_2 <= {1'b0, lfsr[7:4]} + 14; 
                            end
                            else state_timer <= state_timer - 1;
                        end
                        S_ATTACK: begin
                            if (global_amp >= target_amp) begin
                                current_state <= S_HOLD;
                                state_timer   <= {lfsr[4:0], 2'b00};  
                            end
                            else global_amp <= global_amp + 2;  
                        end
                        S_HOLD: begin
                            if (state_timer == 0) current_state <= S_DECAY;
                            else begin
                                state_timer <= state_timer - 1;
                                if (lfsr[1:0] == 2'b11) freq_1 <= freq_1 + 1;
                                if (lfsr[2:0] == 3'b000 && target_amp < 10) target_amp <= target_amp + 1;
                                if (lfsr[2:0] == 3'b111 && target_amp > 3)  target_amp <= target_amp - 1;
                                if (global_amp < target_amp) global_amp <= global_amp + 1;
                                if (global_amp > target_amp) global_amp <= global_amp - 1;
                            end
                        end
                        S_DECAY: begin
                            if (global_amp <= 1) begin  
                                global_amp    <= 0;
                                current_state <= S_IDLE;
                                state_timer   <= {lfsr[5:0], 2'b00};  
                            end
                            else global_amp <= global_amp - 1;
                        end
                    endcase
                end 
                else speed_cnt <= speed_cnt + 1;
            end
            prev_de <= dvh_sync_i[2]; 
            if (dvh_sync_i[1]) begin 
                y_cnt <= 0; x_cnt <= 0;
            end 
            else if (dvh_sync_i[2]) begin
                x_cnt <= x_cnt + 1;
            end 
            else if (prev_de && !dvh_sync_i[2]) begin
                y_cnt <= y_cnt + 1; x_cnt <= 0;
            end
            if ( (y_cnt >= (target_y - (LINE_THICKNESS/2))) && 
                 (y_cnt <  (target_y + (LINE_THICKNESS/2))) ) 
            begin
                vid_rgb_d1 <= WAVE_COLOR; 
            end 
            else begin
                vid_rgb_d1 <= (vid_sel_i) ? BG_COLOR : vid_rgb_i;
            end
            dvh_sync_d1 <= dvh_sync_i;
        end
    end
    assign dvh_sync_o  = dvh_sync_d1;
    assign vid_rgb_o   = vid_rgb_d1;
endmodule

==> notes.md <==
Implementation summary

The count of instances resized after the clock tree is built is 0. The post-route minimum period is between 15 and 20 ns. For this design, the slowest cell found on the critical path is sky130_fd_sc_hd__xnor2_1. The sum of net half-perimeters after detailed placement is 19,100 µm.

TritonCTS built the clock tree. Port buffering added between 50 and 60 buffers. The number of endpoints with negative hold slack in the final report is 0. Setup repair after global routing left no endpoint under its margin.

The max-slew check reports its worst relative slack as 0.406. The cell sitting at the root of the clock tree is a sky130_fd_sc_hd__clkbuf_16. Signal routing reaches up to met4. Per the run summary, max-cap violations total 0. The count of flip-flops with a built-in enable after synthesis is 113. roughly 60 I/O pins were placed. The part of the Yosys area used for sequential elements is 0.267. Per the GRT congestion report, total overflow comes to 0.

In the Yosys report the total cell count is 1,367. Leaving out filler cells and counting taps, the final layout contains approximately 1.8k. The most frequent logic cell in the layout is sky130_fd_sc_hd__inv_1. For this run, the detailed router's first-pass iteration total came to 4. The total cell area at the placement stage is about 14,000 µm². The pin slew with the least headroom to its limit is about 0.88 ns. The first global-routing pass estimated about 42,000 µm of wire. The overall die size recorded for this design is 32,500 µm². The clock network latency to the later pin of the worst-skew pair is about 0.4 ns. The wire length the detailed router placed on met1 is around 12,000 µm.

The synthesis report lists the most area-consuming cells as sky130_fd_sc_hd__edfxtp_1 (27%), sky130_fd_sc_hd__ha_1 (15%), sky130_fd_sc_hd__fa_1 (12%), sky130_fd_sc_hd__inv_1 (5.6%), sky130_fd_sc_hd__xnor2_1 (5.1%). The top cell type by total area after synthesis is sky130_fd_sc_hd__edfxtp_1.

The via density per instance is 5.06. The total length of routed wires is approximately 25,000 µm. The logs give a warning total of ~43. The finished cells cover approximately 14,000 µm². Adding up every negative setup slack in the final design gives 0 ns. Prior to clock tree synthesis, the placed netlist has a worst setup slack of 14.82 ns. The core region is about 31,000 µm². The number of nets with antenna violations after detailed routing is 0. The final-layout worst hold slack is roughly 0.42 ns. The number of unique standard cell types used by synthesis is ~73. The number of warnings issued by yosys is 1. Yosys reported a register bit count of between 100 and 150. The initial antenna violation count is 0. Entering global routing, the biggest net connects around 46 pins.

The detailed-routed wire length on met3 is between 1000 and 1500 µm. Per the log, the first TritonRoute iteration ended with a DRC count of between 300 and 400. The critical setup path kind is reg2reg.

Setup slack closes at 14.90 ns. The die is 180 µm tall. The startpoint type of the worst setup path is a flip-flop. The end-of-flow timing check tallies setup violations at 0. The final clock skew is roughly 0.016 ns.

The core utilization at floorplan is 0.411. On the worst path, the slowest cell contributes a delay of 0.71 ns. Summing over every cut layer, the via total after detailed routing is slightly above 9k. The total met2 wirelength after detailed routing is 10,700 µm. The data required time reported for the critical path is a little over 30 ns. The number of placed instances with taps included is 1,799. Per the post-CTS timing run, clock transition at the registers of the reported paths is around 0.06 ns. The fmax is 0.0649 GHz. The yosys-reported design area after synthesis is between 10,000 and 15,000 µm². Between the synthesized netlist and the finished layout, the area growth was recorded as 12.3%.

According to the floorplan log, the row count is roughly 64. The leading register cell type out of synthesis is sky130_fd_sc_hd__edfxtp_1. The number of buffers inserted by post-CTS setup repair is 0. The post-synthesis instance total is between 1k and 1.5k.

The width of the die is around 180 µm. The clock passes through at most 2 buffers. The number of hold buffers added after CTS was 0. Overall routing resource usage recorded by global route was 0.162.

The cell seen most often among critical-path stages is sky130_fd_sc_hd__fa_1. The wire length per cell is 13.4 µm. In this run the mean area of a mapped cell was approximately 9.3 µm².

Of the available clock period, the critical path in the final layout requires 0.508. The maximum fanout along the worst path is 16. The number of design rule violations left after detail routing is 0.

According to the timing report, the arrival time at the worst endpoint equals ~16 ns. STA classifies the critical path endpoint as a flip-flop. The TritonCTS buffer count is 17. The number of global-route vias before repair is between 8k and 9k. The fraction of synthesis flops using an asynchronous set or reset pin is 0.

Per the gpl log, the routability congestion estimate is slightly above 0.8. Note that the worst hold path type here is reg2reg. The flow ran to the end, and the final reports show no timing, DRC or antenna violations.

The layout summary lists the proportion of cells stronger than drive strength 1 as 0.0411. The number of pins with negative max-slew slack in the final report is 0. The cell area that synthesis handed to floorplanning was roughly 13,000 µm². By instance count after routing, the leading logic cell types are sky130_fd_sc_hd__inv_1 (191), sky130_fd_sc_hd__ha_1 (151), sky130_fd_sc_hd__edfxtp_1 (113), sky130_fd_sc_hd__nand2_1 (98), sky130_fd_sc_hd__and2_1 (96). The number of antenna diodes is 0. In this run the number of H-tree levels came out at 4. The number of clock sinks came to 113.

Of the post-synthesis cell area, the dominant cell type holds 0.267.
[worst paths after layout]
path                                              from                           end  slack (ns)  depth (start not counted)
worst min register to register      lfsr[14]$_DFFE_PP_            lfsr[15]$_DFFE_PP_        0.42                          0
worst max-delay path            x_cnt[0]$_SDFFCE_PN0P_  vid_rgb_d1[19]$_SDFFCE_PP0P_       14.90                         62
worst max register to register  x_cnt[0]$_SDFFCE_PN0P_  vid_rgb_d1[19]$_SDFFCE_PP0P_       14.90                         62
worst min-delay path                lfsr[14]$_DFFE_PP_            lfsr[15]$_DFFE_PP_        0.42                          0
[kinds of logic after synthesis]
logic type      Yosys count  synth area share
mux                       7           0.00562
xor+xnor                120            0.0895
other cells               1          0.000295
fa+ha+maj               227             0.269
buf+inv                 223            0.0670
flops                   113             0.267
simple gates            447             0.182
compound gates          229             0.120
[state kept, by name, summed over array words and instances (netlist names)]
signal / count
current_state: 2
freq_2: 4
global_amp: 4
target_amp: 4
freq_1: 5
dvh_sync_d1: 3
y_cnt: 12
speed_cnt: 6
state_timer: 8
vid_rgb_d1: 24
phase_ofs: 13
lfsr: 16
x_cnt: 12
[routing by layer]
layer	vias to the layer above	GRT usage
li1	4757	-
met4	0	0.0109
met1	4317	0.259
met5	-	0
met3	11	0.0416
met2	177	0.243
[area by class of cell]
type / count / area [µm²]
fill: 2918 / 16700
multi-input combinational: 1033 / 8460
sequential: 113 / 3390
inverter: 191 / 717
timing repair buffer: 66 / 631
tap: 396 / 495
clock buffer: 18 / 429
clock inverter: 14 / 129
[worst max-delay path: cells and delay by family, from the launching register on]
| family | cells | cell delay [ns] |
|---|---|---|
| DFF | 1 | 0.42 |
| adders and majority gates | 16 | 5.77 |
| AOI/OAI and AO/OA | 20 | 4.06 |
| buffers and inverters | 7 | 0.53 |
| and+or+nand+nor | 11 | 1.75 |
| xor gates and xnor gates | 7 | 2.19 |
| muxes | 1 | 0.39 |
[metrics by stage]
step / util
detailed placement: 0.443
floorplan: -
global route: 0.461
finish: 0.461
CTS: 0.461
global placement: 0.443
[cells in the mapped netlist, types with 3 or more instances]
master	n
sky130_fd_sc_hd__a2111oi_0	5
sky130_fd_sc_hd__a211o_1	4
sky130_fd_sc_hd__a211oi_1	8
sky130_fd_sc_hd__a21boi_0	4
sky130_fd_sc_hd__a21o_1	19
sky130_fd_sc_hd__a21oi_1	66
sky130_fd_sc_hd__a22oi_1	3
sky130_fd_sc_hd__a311oi_1	4
sky130_fd_sc_hd__a31oi_1	6
sky130_fd_sc_hd__and2_1	96
sky130_fd_sc_hd__and3_1	13
sky130_fd_sc_hd__buf_4	3
sky130_fd_sc_hd__clkbuf_1	25
sky130_fd_sc_hd__edfxtp_1	113
sky130_fd_sc_hd__fa_1	76
sky130_fd_sc_hd__ha_1	151
sky130_fd_sc_hd__inv_1	191
sky130_fd_sc_hd__mux2i_1	6
sky130_fd_sc_hd__nand2_1	98
sky130_fd_sc_hd__nand2b_1	28
sky130_fd_sc_hd__nand3_1	32
sky130_fd_sc_hd__nand4_1	6
sky130_fd_sc_hd__nor2_1	90
sky130_fd_sc_hd__nor2b_1	22
sky130_fd_sc_hd__nor3_1	18
sky130_fd_sc_hd__nor3b_1	3
sky130_fd_sc_hd__nor4_1	5
sky130_fd_sc_hd__o2111ai_1	3
sky130_fd_sc_hd__o211ai_1	9
sky130_fd_sc_hd__o21a_1	14
sky130_fd_sc_hd__o21ai_0	38
sky130_fd_sc_hd__o21bai_1	4
sky130_fd_sc_hd__o22ai_1	9
sky130_fd_sc_hd__o31a_1	8
sky130_fd_sc_hd__o31ai_1	5
sky130_fd_sc_hd__or2_2	6
sky130_fd_sc_hd__or3_1	15
sky130_fd_sc_hd__or4_1	4
sky130_fd_sc_hd__xnor2_1	74
sky130_fd_sc_hd__xor2_1	40
